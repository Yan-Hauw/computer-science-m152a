**./run.sh**
```bash
#!/bin/bash
# OpenROAD 26Q1-2900-gdf79404cd8, Yosys 0.63+post, stock flow scripts
make -C /OpenROAD-flow-scripts/flow DESIGN_CONFIG=/design/flow/config.mk WORK_HOME=/design/flow/orfs finish
```
**./config.mk**
```make
export PLATFORM = sky130hd
export DESIGN_NAME = Castling_Checker
export DESIGN_NICKNAME = Castling_Checker
export VERILOG_FILES = /design/flow/design.v
export SDC_FILE = /design/flow/constraint.sdc
export NUM_CORES = 4
export LEC_CHECK = 1
export CORE_AREA = 10 10 592 592
export DIE_AREA = 0 0 602 602
export SYNTH_HDL_FRONTEND = slang
```
**./constraint.sdc**
```tcl
current_design Castling_Checker

set clk_period 15.3
set clk_io_pct 0.2

create_clock -name clk0 -period $clk_period

set non_clock_inputs [all_inputs -no_clocks]
set_input_delay [expr $clk_period * $clk_io_pct] -clock clk0 $non_clock_inputs
set_output_delay [expr $clk_period * $clk_io_pct] -clock clk0 [all_outputs]
```
**./design.v**
```verilog
parameter [63:0] fileMasks [0:7] = {
    64'h0101010101010101,
    64'h0202020202020202,
    64'h0404040404040404,
    64'h0808080808080808,
    64'h1010101010101010,
    64'h2020202020202020,
    64'h4040404040404040,
    64'h8080808080808080
};
parameter [63:0] rankMasks [0:7] = {
    64'hFF,
    64'hFF00,
    64'hFF0000,
    64'hFF000000,
    64'hFF00000000,
    64'hFF0000000000,
    64'hFF000000000000,
    64'hFF00000000000000
};
parameter [63:0] diagonalMasks [0:14] = {
    64'h100000000000000,
    64'h201000000000000,
    64'h402010000000000,
    64'h804020100000000,
    64'h1008040201000000,
    64'h2010080402010000,
    64'h4020100804020100,
    64'h8040201008040201,
    64'h80402010080402,
    64'h804020100804,
    64'h8040201008,
    64'h80402010,
    64'h804020,
    64'h8040,
    64'h80
};
parameter [63:0] antidiagonalMasks [0:14] = {
    64'h1,
    64'h102,
    64'h10204,
    64'h1020408,
    64'h102040810,
    64'h10204081020,
    64'h1020408102040,
    64'h102040810204080,
    64'h204081020408000,
    64'h408102040800000,
    64'h810204080000000,
    64'h1020408000000000,
    64'h2040800000000000,
    64'h4080000000000000,
    64'h8000000000000000
};
parameter [63:0] fileMasks [0:7] = {
    64'h0101010101010101,
    64'h0202020202020202,
    64'h0404040404040404,
    64'h0808080808080808,
    64'h1010101010101010,
    64'h2020202020202020,
    64'h4040404040404040,
    64'h8080808080808080
};
parameter [63:0] rankMasks [0:7] = {
    64'hFF,
    64'hFF00,
    64'hFF0000,
    64'hFF000000,
    64'hFF00000000,
    64'hFF0000000000,
    64'hFF000000000000,
    64'hFF00000000000000
};
parameter [63:0] diagonalMasks [0:14] = {
    64'h100000000000000,
    64'h201000000000000,
    64'h402010000000000,
    64'h804020100000000,
    64'h1008040201000000,
    64'h2010080402010000,
    64'h4020100804020100,
    64'h8040201008040201,
    64'h80402010080402,
    64'h804020100804,
    64'h8040201008,
    64'h80402010,
    64'h804020,
    64'h8040,
    64'h80
};
parameter [63:0] antidiagonalMasks [0:14] = {
    64'h1,
    64'h102,
    64'h10204,
    64'h1020408,
    64'h102040810,
    64'h10204081020,
    64'h1020408102040,
    64'h102040810204080,
    64'h204081020408000,
    64'h408102040800000,
    64'h810204080000000,
    64'h1020408000000000,
    64'h2040800000000000,
    64'h4080000000000000,
    64'h8000000000000000
};
module Black_Pawn_Attack(
    black_pawns,
    black_pawn_attack);
input [63:0] black_pawns;
output reg [63:0] black_pawn_attack;
always @* begin
    black_pawn_attack = ((black_pawns >> 7) & 64'hfefefefefefefefe) | ((black_pawns >> 9) & 64'h7f7f7f7f7f7f7f7f);
end
endmodule
module Castling_Checker(
    old_file, old_rank,
    new_file, new_rank,
    is_white,
    piece_bitboards_flattened,
    castling_is_valid,
    new_piece_bitboards_flattened
);
input [2:0] old_file;
input [2:0] old_rank;
input [2:0] new_file;
input [2:0] new_rank;
input is_white;
input [12*64-1:0] piece_bitboards_flattened;
output reg castling_is_valid;
output reg [12*64-1:0] new_piece_bitboards_flattened;
wire is_short_castling;
assign is_short_castling = new_file > old_file;
wire [63:0] o_o_check;
wire [63:0] o_o_o_check;
assign o_o_check = 64'h70 << (is_white ? 0 : 56);
assign o_o_o_check = 64'h1c << (is_white ? 0 : 56);
wire [63:0] o_o_empty;
wire [63:0] o_o_o_empty;
assign o_o_empty = 64'he << (is_white ? 0 : 56);
assign o_o_o_empty = 64'h60 << (is_white ? 0 : 56);
wire [63:0] all_position;
All_Position ap(piece_bitboards_flattened, all_position);
wire [63:0] attack_set;
Complete_Attack_Set cas(piece_bitboards_flattened, !is_white, attack_set);
always @* begin
    new_piece_bitboards_flattened = piece_bitboards_flattened;
    if((is_short_castling ? o_o_empty : o_o_o_empty) & all_position) begin
        castling_is_valid = 0;
    end
    else if((is_short_castling ? o_o_check : o_o_o_check) & attack_set) begin
        castling_is_valid = 0;
    end
    else if(!((old_file == 4 || old_rank == (is_white ? 0 : 7)) && (new_rank == (is_white ? 0 : 7)) && (new_file == 2 || new_file == 6))) begin
        castling_is_valid = 0;
    end
    else if(!(piece_bitboards_flattened[(5 + (is_white ? 6 : 0)) * 64 +: 64] & (64'h10 << (is_white ? 0 : 56)))) begin
        castling_is_valid = 0;
    end
    else if(!(piece_bitboards_flattened[(3 + (is_white ? 6 : 0)) * 64 +: 64] & ((is_short_castling ? 64'h80 : 64'h1) << (is_white ? 0 : 56)))) begin
        castling_is_valid = 0;
    end 
    else begin
        castling_is_valid = 1;
        new_piece_bitboards_flattened[(5 + (is_white ? 6 : 0)) * 64 +: 64] = ((is_short_castling ? 64'h40 : 64'h4) << (is_white ? 0 : 56));
        new_piece_bitboards_flattened[(3 + (is_white ? 6 : 0)) * 64 +: 64] = (new_piece_bitboards_flattened[(3 + (is_white ? 6 : 0)) * 64 +: 64]
        & ~((is_short_castling ? 64'h80 : 64'h1) << (is_white ? 0 : 56))) | ((is_short_castling ? 64'h20 : 64'h8) << (is_white ? 0 : 56));
    end
end
endmodule
module Complete_Attack_Set(
    piece_bitboards_flattened,
    is_white,
    attack_set
);
input [64*12-1:0] piece_bitboards_flattened;
input is_white;
output reg [63:0] attack_set;
wire [63:0] king_attack;
wire [63:0] knight_attack;
wire [63:0] bishop_attack;
wire [63:0] black_pawn_attack;
wire [63:0] white_pawn_attack;
wire [63:0] rook_attack;
wire [63:0] queen_attack;
wire [63:0] all_position;
wire [63:0] black_position;
wire [63:0] white_position;
wire [3:0] index_offset;
assign index_offset = is_white ? 6 : 0;
King_Attack k1(piece_bitboards_flattened[(index_offset + 5) * 64 +: 64], king_attack);
Knight_Attack n1(piece_bitboards_flattened[(index_offset + 1) * 64 +: 64], knight_attack);
Black_Pawn_Attack bpa(piece_bitboards_flattened[0*64 +: 64], black_pawn_attack);
White_Pawn_Attack wpa(piece_bitboards_flattened[6*64 +: 64], white_pawn_attack);
All_Position ap(piece_bitboards_flattened, all_position);
Black_Position bp(piece_bitboards_flattened, black_position);
White_Position wp(piece_bitboards_flattened, white_position); 
assign bishop_attack = noEaAttacks(piece_bitboards_flattened[(index_offset + 2) * 64 +: 64], ~all_position) | 
noWeAttacks(piece_bitboards_flattened[(index_offset + 2) * 64 +: 64], ~all_position) | 
soEaAttacks(piece_bitboards_flattened[(index_offset + 2) * 64 +: 64], ~all_position) | 
soWeAttacks(piece_bitboards_flattened[(index_offset + 2) * 64 +: 64], ~all_position); 
assign rook_attack = nortAttacks(piece_bitboards_flattened[(index_offset + 3) * 64 +: 64], ~all_position) |
soutAttacks(piece_bitboards_flattened[(index_offset + 3) * 64 +: 64], ~all_position) |
westAttacks(piece_bitboards_flattened[(index_offset + 3) * 64 +: 64], ~all_position) |
eastAttacks(piece_bitboards_flattened[(index_offset + 3) * 64 +: 64], ~all_position); 
assign queen_attack = noEaAttacks(piece_bitboards_flattened[(index_offset + 4) * 64 +: 64], ~all_position) | 
noWeAttacks(piece_bitboards_flattened[(index_offset + 4) * 64 +: 64], ~all_position) | 
soEaAttacks(piece_bitboards_flattened[(index_offset + 4) * 64 +: 64], ~all_position) | 
soWeAttacks(piece_bitboards_flattened[(index_offset + 4) * 64 +: 64], ~all_position) |
nortAttacks(piece_bitboards_flattened[(index_offset + 4) * 64 +: 64], ~all_position) |
soutAttacks(piece_bitboards_flattened[(index_offset + 4) * 64 +: 64], ~all_position) |
westAttacks(piece_bitboards_flattened[(index_offset + 4) * 64 +: 64], ~all_position) |
eastAttacks(piece_bitboards_flattened[(index_offset + 4) * 64 +: 64], ~all_position); 
always @* begin
    if(is_white) begin
        attack_set = white_pawn_attack;
    end
    else begin
        attack_set = black_pawn_attack;
    end
    attack_set = attack_set | king_attack | knight_attack | bishop_attack | rook_attack | queen_attack;
    if(is_white) begin
        attack_set = attack_set & ~white_position;
    end
    else begin
        attack_set = attack_set & ~black_position;
    end
end
function automatic [63:0] soutAttacks(input [63:0] rooks, input [63:0] empty);
begin
   soutAttacks = rooks;
   rooks = (rooks >> 8) & empty;
   soutAttacks = soutAttacks | rooks;
   rooks = (rooks >> 8) & empty;
   soutAttacks = soutAttacks | rooks;
   rooks = (rooks >> 8) & empty;
   soutAttacks = soutAttacks | rooks;
   rooks = (rooks >> 8) & empty;
   soutAttacks = soutAttacks | rooks;
   rooks = (rooks >> 8) & empty;
   soutAttacks = soutAttacks | rooks;
   soutAttacks = soutAttacks | (rooks >> 8) & empty;
   soutAttacks = soutAttacks >> 8;
end
endfunction
function automatic [63:0] nortAttacks(input [63:0] rooks, input [63:0] empty);
begin
   nortAttacks = rooks;
   rooks = (rooks << 8) & empty;
   nortAttacks = nortAttacks | rooks;
   rooks = (rooks << 8) & empty;
   nortAttacks = nortAttacks | rooks;
   rooks = (rooks << 8) & empty;
   nortAttacks = nortAttacks | rooks;
   rooks = (rooks << 8) & empty;
   nortAttacks = nortAttacks | rooks;
   rooks = (rooks << 8) & empty;
   nortAttacks = nortAttacks | rooks;
   nortAttacks = nortAttacks | (rooks << 8) & empty;
   nortAttacks = nortAttacks << 8;
end
endfunction
function automatic [63:0] eastAttacks(input [63:0] rooks, input [63:0] empty);
begin
   eastAttacks = rooks;
   empty = empty & 64'hfefefefefefefefe;
   rooks = (rooks << 1) & empty;
   eastAttacks = eastAttacks | rooks;
   rooks = (rooks << 1) & empty;
   eastAttacks = eastAttacks | rooks;
   rooks = (rooks << 1) & empty;
   eastAttacks = eastAttacks | rooks;
   rooks = (rooks << 1) & empty;
   eastAttacks = eastAttacks | rooks;
   rooks = (rooks << 1) & empty;
   eastAttacks = eastAttacks | rooks;
   eastAttacks = eastAttacks | (rooks << 1) & empty;
   eastAttacks = (eastAttacks << 1) & 64'hfefefefefefefefe;
end
endfunction
function automatic [63:0] noEaAttacks(input [63:0] bishops, input [63:0] empty);
begin
   noEaAttacks = bishops;
   empty = empty & 64'hfefefefefefefefe;
   bishops = (bishops << 9) & empty;
   noEaAttacks = noEaAttacks | bishops;
   bishops = (bishops << 9) & empty;
   noEaAttacks = noEaAttacks | bishops;
   bishops = (bishops << 9) & empty;
   noEaAttacks = noEaAttacks | bishops;
   bishops = (bishops << 9) & empty;
   noEaAttacks = noEaAttacks | bishops;
   bishops = (bishops << 9) & empty;
   noEaAttacks = noEaAttacks | bishops;
   noEaAttacks = noEaAttacks | (bishops << 9) & empty;
   noEaAttacks = (noEaAttacks << 9) & 64'hfefefefefefefefe;
end
endfunction
function automatic [63:0] soEaAttacks(input [63:0] bishops, input [63:0] empty);
begin
   soEaAttacks = bishops;
   empty = empty & 64'hfefefefefefefefe;
   bishops = (bishops >> 7) & empty;
   soEaAttacks = soEaAttacks | bishops;
   bishops = (bishops >> 7) & empty;
   soEaAttacks = soEaAttacks | bishops;
   bishops = (bishops >> 7) & empty;
   soEaAttacks = soEaAttacks | bishops;
   bishops = (bishops >> 7) & empty;
   soEaAttacks = soEaAttacks | bishops;
   bishops = (bishops >> 7) & empty;
   soEaAttacks = soEaAttacks | bishops;
   soEaAttacks = soEaAttacks | (bishops >> 7) & empty;
   soEaAttacks = (soEaAttacks >> 7) & 64'hfefefefefefefefe;
end
endfunction
function automatic [63:0] westAttacks(input [63:0] rooks, input [63:0] empty);
begin
   westAttacks = rooks;
   empty = empty & 64'h7f7f7f7f7f7f7f7f;
   rooks = (rooks >> 1) & empty;
   westAttacks = westAttacks | rooks;
   rooks = (rooks >> 1) & empty;
   westAttacks = westAttacks | rooks;
   rooks = (rooks >> 1) & empty;
   westAttacks = westAttacks | rooks;
   rooks = (rooks >> 1) & empty;
   westAttacks = westAttacks | rooks;
   rooks = (rooks >> 1) & empty;
   westAttacks = westAttacks | rooks;
   westAttacks = westAttacks | (rooks >> 1) & empty;
   westAttacks = (westAttacks >> 1) & 64'h7f7f7f7f7f7f7f7f;
end
endfunction
function automatic [63:0] soWeAttacks(input [63:0] bishops, input [63:0] empty);
begin
   soWeAttacks = bishops;
   empty = empty & 64'h7f7f7f7f7f7f7f7f;
   bishops = (bishops >> 9) & empty;
   soWeAttacks = soWeAttacks | bishops;
   bishops = (bishops >> 9) & empty;
   soWeAttacks = soWeAttacks | bishops;
   bishops = (bishops >> 9) & empty;
   soWeAttacks = soWeAttacks | bishops;
   bishops = (bishops >> 9) & empty;
   soWeAttacks = soWeAttacks | bishops;
   bishops = (bishops >> 9) & empty;
   soWeAttacks = soWeAttacks | bishops;
   soWeAttacks = soWeAttacks | (bishops >> 9) & empty;
   soWeAttacks = (soWeAttacks >> 9) & 64'h7f7f7f7f7f7f7f7f;
end
endfunction
function automatic [63:0] noWeAttacks(input [63:0] bishops, input [63:0] empty);
begin
   noWeAttacks = bishops;
   empty = empty & 64'h7f7f7f7f7f7f7f7f;
   bishops = (bishops << 7) & empty;
   noWeAttacks = noWeAttacks | bishops;
   bishops = (bishops << 7) & empty;
   noWeAttacks = noWeAttacks | bishops;
   bishops = (bishops << 7) & empty;
   noWeAttacks = noWeAttacks | bishops;
   bishops = (bishops << 7) & empty;
   noWeAttacks = noWeAttacks | bishops;
   bishops = (bishops << 7) & empty;
   noWeAttacks = noWeAttacks | bishops;
   noWeAttacks = noWeAttacks | (bishops << 7) & empty;
   noWeAttacks = (noWeAttacks << 7) & 64'h7f7f7f7f7f7f7f7f;
end
endfunction
endmodule
module King_Attack(
    king,
    king_attack
);
input [63:0] king;
output reg [63:0] king_attack;
reg [63:0] king_set;
always @* begin
    king_set = king;
    king_attack = ((king_set << 1) & 64'hfefefefefefefefe) | ((king_set >> 1) & 64'h7f7f7f7f7f7f7f7f);
    king_set = king_set | king_attack;
    king_attack = king_attack | (king_set << 8) | (king_set >> 8);
end
endmodule
module Knight_Attack(
    knights,
    knight_attack
);
input [63:0] knights;
output reg [63:0] knight_attack;
reg [63:0] l1;
reg [63:0] l2;
reg [63:0] r1;
reg [63:0] r2;
reg [63:0] h1;
reg [63:0] h2;
always @* begin
    l1 <= (knights >> 1) & (64'h7f7f7f7f7f7f7f7f);
    l2 <= (knights >> 2) & (64'h3f3f3f3f3f3f3f3f);
    r1 <= (knights << 1) & (64'hfefefefefefefefe);
    r2 = (knights << 2) & (64'hfcfcfcfcfcfcfcfc);
    h1 <= l1 | r1;
    h2 = l2 | r2;
    knight_attack = (h1<<16) | (h1>>16) | (h2<<8) | (h2>>8);
end
endmodule
module All_Position(
    piece_bitboards_flattened,
    all_positions
);
input [12*64-1:0] piece_bitboards_flattened;
output reg [63:0] all_positions;
integer i;
always @* begin
    all_positions = 0;
    i = 0;
    for (i = 0; i < 12; i = i + 1)
        all_positions = all_positions | piece_bitboards_flattened[64*i +: 64];
end
endmodule
module Black_Position(
    piece_bitboards_flattened,
    black_positions
);
input [12*64-1:0] piece_bitboards_flattened;
output reg [63:0] black_positions;
integer i;
always @* begin
    black_positions = 0;
    i = 0;
    for (i = 0; i < 6; i = i + 1)
        black_positions = black_positions | piece_bitboards_flattened[64*i +: 64];
end
endmodule
module White_Position(
    piece_bitboards_flattened,
    white_positions
);
input [12*64-1:0] piece_bitboards_flattened;
output reg [63:0] white_positions;
integer i;
always @* begin
    white_positions = 0;
    i = 0;
    for (i = 6; i < 12; i = i + 1)
        white_positions = white_positions | piece_bitboards_flattened[64*i +: 64];
end
endmodule
module White_Pawn_Attack(
    white_pawns,
    white_pawn_attack);
input [63:0] white_pawns;
output reg [63:0] white_pawn_attack;
always @* begin
    white_pawn_attack = ((white_pawns << 9) & 64'hfefefefefefefefe) | ((white_pawns << 7) & 64'h7f7f7f7f7f7f7f7f);
end
endmodule
```
==> qor.txt <==
Status -> finished clean
Synth warn -> 0
CP Launch Type -> input pin
Remaining DRCs -> 0
Portion of the post-synthesis area used by sequential elements -> 0%
Stage-log warning count -> 33
Design internal power -> 0.000351 W
Fraction of power consumed by sequential logic -> 0%
Final Max-Slew Violation Tally -> 0
Startpoint of the worst setup timing path -> is_white
Violation count after the first detailed-routing iteration -> 2,062
Largest fanout of any net on the critical path -> 36
Layout overhead on the synthesized area -> 162%
Synthesized instance count -> 1,636
Area share of the leading cell type in the synthesized netlist -> 29.3%
Time the final worst path needs with I/O delays and setup -> 12.56 ns
Final Hold Viols -> 0
Reported max-cap violation count -> 0
Yosys cell count -> 1,636
Buffers on Ports -> 1,386
Wire length of the first global-routing pass -> 411,000 µm
Post-detailed-placement half-perimeter wirelength -> 353,000 µm
Post-CTS Setup Bufs -> 0
Clock buffer cells -> 0
Share of total power in the clock network -> 0%
Accumulated negative setup slack -> 0 ns
Number of inserted filler cells in the final layout -> 39,539
Netlist cell types -> 65
IO Pins -> 1,550
Routed via count divided by cell count -> 2.69
Vias -> 18,845
RSZ-0062 raised after global routing -> no
Normalized max-slew margin -> 11.1%
Placeable core region -> 337,000 µm²
Share of post-route cells with drive strength above 1 -> 3.19%
Full die area -> 362,000 µm²
Power density of the placed cells -> 30.5 nW/µm²
Share of total power in combinational logic -> 100.0%
Remaining number of nets flagged by the antenna check after routing -> 0
Critical path's largest stage delay -> 0.89 ns
Leading cell types by total area after synthesis -> sky130_fd_sc_hd__buf_4 (29%), sky130_fd_sc_hd__clkbuf_1 (9.8%), sky130_fd_sc_hd__and2_1 (7.9%), sky130_fd_sc_hd__nor4_1 (7.9%), sky130_fd_sc_hd__nor3_1 (5.3%)
Total global-route track usage -> 19.8%
Chip area from the yosys synthesis statistics -> 9940 µm²
Actual transition at the worst max-transition pin -> 1.32 ns
Std-Cell Rows -> 213
Cell repeated most along the worst path -> sky130_fd_sc_hd__buf_4
Launch point of the worst hold path -> piece_bitboards_flattened[104]
Width of the die -> 602 µm
Setup violation total in the final timing report -> 0
Area leader, netlist -> sky130_fd_sc_hd__buf_4
Nature of the critical path endpoint -> output port
Maximum frequency from static timing analysis -> 79.6 MHz
Post-synth design cell area -> 9940 µm²
Class of the worst hold path -> in2out
Type of the worst setup path -> in2out
Chain of cells forming the critical path -> buf_8 > buf_4 > nor3_1 > a21oi_1 > a211oi_1 > o311ai_1 > buf_4 > nor4b_1 > buf_4 > o22ai_1 > nor4_4 > nand4_4 > buf_4 > mux2_4 > clkdlybuf4s50_1
Detailed-router iteration count before antenna repair -> 7
Drt wl/cell -> 53.0 µm
Post-CTS Resized -> 0
Power spent charging and discharging nets -> 0.000442 W
List of most frequent post-synthesis cells -> sky130_fd_sc_hd__buf_4 (388), sky130_fd_sc_hd__clkbuf_1 (260), sky130_fd_sc_hd__nor2_1 (134)
FF+latch count -> 0
Vias in the first global route -> 17,012
Final Power -> 0.000793 W
Data arrival time of the critical path -> 9.50 ns
Quantity of hold-fixing buffers added after cts -> 0
Peak supply drop -> 0.0000126 V
Pre-Place Util -> 2.95%
Sum of routed wire length over all layers -> 371,000 µm
Initial antenna violation count -> 419
Crit path max-delay cell type -> sky130_fd_sc_hd__a211oi_1
Die boundary height -> 602 µm
Mean instance size in the synthesized netlist -> 6.08 µm²
Data required time of the critical path -> 12.24 ns
Switching Share -> 55.7%
Pin count of the biggest net entering global routing -> 54
Final worst-path cycle share -> 82.1%
Aggregate global routing overflow -> 0
Library cell with the highest instance count after synthesis -> sky130_fd_sc_hd__buf_4
Gpl congestion -> 1.02
Flip-flop and latch area -> 0 µm²
Leak -> 7.29 nW
-- stage by stage --
step                std cells  instance area [µm²]  util [%]  setup slack, ns  hold slack (ns)
global placement         6898                25700      7.64             1.92             6.12
floorplan                1636                 9940         -             6.50             6.16
CTS                      6901                25800      7.65             2.53             6.12
finish                   7003                26000      7.72             2.74             6.12
global route             6947                25900      7.68             2.80             6.12
detailed placement       6901                25800      7.65             2.53             6.12
-- path summary, 6_finish.rpt --
kind	end	slack (ns)	cells after the start
max	new_piece_bitboards_flattened[382]	2.74	15
min	new_piece_bitboards_flattened[104]	6.12	0
-- logic make-up after synthesis --
| kind of cell | share of synthesized area [%] |
|---|---|
| fa+ha+maj | 0.378 |
| simple gates | 38.1 |
| compound gates | 15.9 |
| mux | 4.13 |
| buf+inv | 41.5 |
-- power by group through the flow --
stage	sequential, W	combinational (W)	clock (W)
CTS	0	0.000810	0
global route	0	0.000816	0.000000000419
finish	0	0.000793	0.000000000743
-- cell usage in the layout (no fill, tap or decap), types with 6 or more instances in the layout --
cell                              Yosys  layout
sky130_fd_sc_hd__a211oi_1            18      18
sky130_fd_sc_hd__nor2b_1             11      11
sky130_fd_sc_hd__clkdlybuf4s50_1      0    1385
sky130_fd_sc_hd__or4_1               13      13
sky130_fd_sc_hd__nor4_1             125     123
sky130_fd_sc_hd__nand3_1             22      22
sky130_fd_sc_hd__and2_1             125     125
sky130_fd_sc_hd__a21oi_1             82      82
sky130_fd_sc_hd__o31ai_1             10       7
sky130_fd_sc_hd__nor3b_1              8       8
sky130_fd_sc_hd__o21bai_1             8       8
sky130_fd_sc_hd__or3_1               15      15
sky130_fd_sc_hd__o21a_1              10      10
sky130_fd_sc_hd__nor2_1             134     134
sky130_fd_sc_hd__o22ai_1             14      14
sky130_fd_sc_hd__nand2_1             21      21
sky130_fd_sc_hd__a31oi_1             11      11
sky130_fd_sc_hd__o211ai_1             6       6
sky130_fd_sc_hd__a211o_1              6       6
sky130_fd_sc_hd__diode_2              0     102
sky130_fd_sc_hd__nor3_1             106     106
sky130_fd_sc_hd__mux2i_1             17      17
sky130_fd_sc_hd__and3_1              15      15
sky130_fd_sc_hd__nor4b_1              8       8
sky130_fd_sc_hd__o21ai_0             25      23
sky130_fd_sc_hd__inv_1                7       7
sky130_fd_sc_hd__buf_4              388      41
sky130_fd_sc_hd__nand4_1             33      33
sky130_fd_sc_hd__and4_1              20      20
sky130_fd_sc_hd__mux2_2              14      14
sky130_fd_sc_hd__a22oi_1              6       6
-- final cells by class --
cell class                 instances  area (µm²)  share of cell area (%)
timing repair buffer            1429       14200                    54.6
inverter                           8        31.3                   0.120
tap                             4515        5650                    21.7
multi-input combinational        949        5870                    22.5
antenna                          102         255                   0.981
-- critical path: cells and delay by family --
family	cells	cell delay, ns
and+or+nand+nor	4	2.34
buffers and inverters	6	1.87
AOI/OAI and AO/OA	4	1.72
muxes	1	0.33
-- metal layers --
| layer | global-route usage, % | vias up | wire length, µm |
|---|---|---|---|
| met3 | 13.8 | 692 | 58800 |
| met2 | 32.4 | 2254 | 171000 |
| met4 | 6.20 | 176 | 17400 |
| met1 | 20.0 | 8760 | 122000 |
| li1 | - | 6963 | - |
| met5 | 1.28 | - | 1420 |
No activity file was given, so power comes from the tool's default toggle rates.
