==> flow/design.v <==
parameter [63:0] fileMasks [0:7] = {
    64'h0101010101010101,
    64'h0202020202020202,
    64'h0404040404040404,
    64'h0808080808080808,
    64'h1010101010101010,
    64'h2020202020202020,
    64'h4040404040404040,
    64'h8080808080808080
};
parameter [63:0] rankMasks [0:7] = {
    64'hFF,
    64'hFF00,
    64'hFF0000,
    64'hFF000000,
    64'hFF00000000,
    64'hFF0000000000,
    64'hFF000000000000,
    64'hFF00000000000000
};
parameter [63:0] diagonalMasks [0:14] = {
    64'h100000000000000,
    64'h201000000000000,
    64'h402010000000000,
    64'h804020100000000,
    64'h1008040201000000,
    64'h2010080402010000,
    64'h4020100804020100,
    64'h8040201008040201,
    64'h80402010080402,
    64'h804020100804,
    64'h8040201008,
    64'h80402010,
    64'h804020,
    64'h8040,
    64'h80
};
parameter [63:0] antidiagonalMasks [0:14] = {
    64'h1,
    64'h102,
    64'h10204,
    64'h1020408,
    64'h102040810,
    64'h10204081020,
    64'h1020408102040,
    64'h102040810204080,
    64'h204081020408000,
    64'h408102040800000,
    64'h810204080000000,
    64'h1020408000000000,
    64'h2040800000000000,
    64'h4080000000000000,
    64'h8000000000000000
};
parameter [63:0] fileMasks [0:7] = {
    64'h0101010101010101,
    64'h0202020202020202,
    64'h0404040404040404,
    64'h0808080808080808,
    64'h1010101010101010,
    64'h2020202020202020,
    64'h4040404040404040,
    64'h8080808080808080
};
parameter [63:0] rankMasks [0:7] = {
    64'hFF,
    64'hFF00,
    64'hFF0000,
    64'hFF000000,
    64'hFF00000000,
    64'hFF0000000000,
    64'hFF000000000000,
    64'hFF00000000000000
};
parameter [63:0] diagonalMasks [0:14] = {
    64'h100000000000000,
    64'h201000000000000,
    64'h402010000000000,
    64'h804020100000000,
    64'h1008040201000000,
    64'h2010080402010000,
    64'h4020100804020100,
    64'h8040201008040201,
    64'h80402010080402,
    64'h804020100804,
    64'h8040201008,
    64'h80402010,
    64'h804020,
    64'h8040,
    64'h80
};
parameter [63:0] antidiagonalMasks [0:14] = {
    64'h1,
    64'h102,
    64'h10204,
    64'h1020408,
    64'h102040810,
    64'h10204081020,
    64'h1020408102040,
    64'h102040810204080,
    64'h204081020408000,
    64'h408102040800000,
    64'h810204080000000,
    64'h1020408000000000,
    64'h2040800000000000,
    64'h4080000000000000,
    64'h8000000000000000
};
`timescale 1ns / 1ps
module fpcvt(D, S, E, F
    );
input [11:0] D;
output reg S;
output reg [2:0] E;
output reg [3:0] F;
reg [11:0] magnitude;
reg R;
always @* begin
  S = D[11];  
  if(S==1) begin
    magnitude[10:0] = -D[10:0];
    if(!magnitude) magnitude = 2047;  
  end else begin
    magnitude[10:0] = D[10:0];
  end
  magnitude[11] = 0;
  if(magnitude[10]==1) E=3'd7; 
  else if(magnitude[9]==1) E=3'd6;
  else if(magnitude[8]==1) E=3'd5;
  else if(magnitude[7]==1) E=3'd4;
  else if(magnitude[6]==1) E=3'd3;
  else if(magnitude[5]==1) E=3'd2;
  else if(magnitude[4]==1) E=3'd1;
  else
  E=3'd0;
  F = magnitude[E+3-:4];
  R = magnitude[E-1];
  if(R) begin
    if (F < 15) begin
      F = F + 1;
    end
    else if(E < 7) begin
      E = E + 1;
      F = 4'b1000;
    end
  end
end
endmodule
==> flow/run.sh <==
#!/bin/bash
# OpenROAD 26Q1-2900-gdf79404cd8, Yosys 0.63+post, stock flow scripts
make -C /OpenROAD-flow-scripts/flow DESIGN_CONFIG=/design/flow/config.mk WORK_HOME=/design/flow/orfs finish
==> flow/config.mk <==
export PLATFORM = sky130hd
export DESIGN_NAME = fpcvt
export DESIGN_NICKNAME = fpcvt
export VERILOG_FILES = /design/flow/design.v
export SDC_FILE = /design/flow/constraint.sdc
export NUM_CORES = 4
export LEC_CHECK = 1
export CORE_AREA = 10 10 75 75
export DIE_AREA = 0 0 85 85
export SYNTH_HDL_FRONTEND = slang
==> flow/constraint.sdc <==
current_design fpcvt

set clk_period 7.8
set clk_io_pct 0.2

create_clock -name clk0 -period $clk_period

set non_clock_inputs [all_inputs -no_clocks]
set_input_delay [expr $clk_period * $clk_io_pct] -clock clk0 $non_clock_inputs
set_output_delay [expr $clk_period * $clk_io_pct] -clock clk0 [all_outputs]
==> run summary <==
vias per inst: 5.40
Slowest-stage cell, CP: or4_4
DR pass1 iterations: 4
CP max FO: 6
Slew Limit Fails: 0
initial antenna violation count: 0
most frequent cells after synthesis: o21ai_0, nor2_1, inv_1
Critical Path AT: 6100 ps
pre-CTS setup slack: -68.6 ps
remaining routing DRC violations: 0
io pins: 20
share of layout cells above drive strength 1: 0.351
Worst slew margin: 0.611
Psw: 81.6 uW
Synth top cell by count: o21ai_0
flip-flops: 0
Die Width: 85 um
Pre-Place Util: 0.304
routing usage on met1: 0.142
Syn Area/Cell: 7.04 um2
Pint: 92.9 uW
Final Hold Fails: 0
Port Buffers: 20
setup tns final: 0 ps
crit-path max cell delay: 570 ps
Post-synth seq share: 0
CTS hold repair buffers: 0
largest net degree at the start of global routing: 18
Min Hold Slack: 4160 ps
tool warnings: 33
Cell Type Count: 62
drt wl/cell: 14.0 um
Vias: 1518
M3 GR Usage: 0.00963
maximum VDD drop: 0.0275 mV
row count: 23
GRT met2 Usage: 0.183
yosys cell count: 175
Worst Setup Start Kind: primary input
global-route wire length before repair: 6.85 mm
starting DRC count in detailed routing: 119
CP required: 6240 ps
die outline area: 7230 um2
Worst Setup Path Type: in2out
final setup vio count: 0
Critical path buffers and inverters: 7
GR peak layer: met2
global-route total usage across every layer: 0.105
Worst-Margin Slew: 582 ps
worst min path class: in2out
Seq pwr share: 0
vias in the first global route: 1487
DRT Wirelength: 3.93 mm
Tmin final: 7660 ps
synth warn: 0
Area Overhead vs Synth: 57.0%
antenna-violating nets left: 0
min setup slack post-route: 138 ps
Min-Delay Endpoint: E[2]
Worst path most repeated cell: buf_4
sw frac: 0.468
hold path depth: 9
clock buffers: 0
Yosys top cell area share: 0.0569
hold_sp: D[0]
period utilisation layout: 0.982
max cap viols: 0
part of the power in the clock network: 0
global route total overflow: 0
CORE AREA: 4060 um2
CP top delay family: AND-OR/OR-AND gates
design area: 1930 um2
critical path capture point type: output pin
RD Place Congestion: 0.944
cell area after placement: 1740 um2
HPWL after DPL: 3.22 mm
status: finished, final reports clean
FMAX: 131 MHz
Diodes inserted: 0
cell accounting for the most synthesized area: o21ai_0
Die Y-Extent: 85 um
FF+latch area: 0 um2
crit-path cells: clkdlybuf4s50_1, or4_4, or4_4, a2111o_1, o21a_4, buf_4, nand2_1, mux2i_1, o311a_1, a2bb2oi_2, inv_1, ha_2, inv_1, a211oi_2, buf_4, o31ai_4, buf_4, o211a_1, a21o_1, clkdlybuf4s50_1
Pleak: 0.000764 uW
PD cells: 90.2 nW/um2
synthesized instance count: 175
Yosys Chip Area: 1230 um2
main area contributors: o21ai_0, xor2_1, mux2i_1
combinational power share: 1.000
Syn Std Cell Area: 1230 um2
post-layout util: 0.477
## timing repair
| item | 4_1_cts | 5_1_grt |
|---|---|---|
| gates resized | 3 | 33 |
| setup buffers | 0 | 7 |
| endpoints found under the setup margin | 3 | 6 |
| pin swaps | 0 | 8 |
## how the worst max path moves through the flow
stage	start	end	slack, ps	depth (start not counted)
6_report	D[4]	F[0]	140	20
5_1_grt	D[7]	F[0]	-60	21
4_1_cts	D[0]	E[0]	10	20
## cell usage in the layout, fill, tap and decap left out, types with 2 or more instances in the layout
| master | n |
|---|---|
| ha_1 | 3 |
| o21ai_0 | 11 |
| a31oi_1 | 2 |
| o22ai_1 | 4 |
| a21oi_2 | 2 |
| o21ai_1 | 3 |
| a2bb2oi_2 | 2 |
| a21oi_1 | 6 |
| and2_1 | 2 |
| nand2_1 | 10 |
| o31ai_1 | 4 |
| dlymetal6s2s_1 | 5 |
| nor2_1 | 12 |
| nor4_2 | 2 |
| o211ai_1 | 4 |
| a21oi_4 | 2 |
| inv_2 | 2 |
| o211a_1 | 2 |
| nand3_1 | 2 |
| inv_1 | 9 |
| mux2_4 | 2 |
| nor4_1 | 2 |
| clkdlybuf4s50_1 | 15 |
| buf_6 | 2 |
| xnor2_1 | 6 |
| nor2b_1 | 2 |
| a21o_1 | 3 |
| nor3_1 | 6 |
| mux2i_1 | 5 |
| or4_4 | 2 |
| buf_4 | 45 |
| or4_1 | 2 |
| xor2_1 | 7 |
| or3_1 | 4 |
## tightest hold or removal path: stages
cell	delay [ps]
dlymetal6s2s_1	110
inv_2	50
buf_4	120
o21ai_0	60
mux4_2	260
mux2i_1	80
o22ai_1	160
a2bb2oi_2	70
dlymetal6s2s_1	120
## layer usage
metal | wire (um) | part of all wire
met1 | 1890 | 0.48
met2 | 1900 | 0.48
met3 | 141 | 0.036
met4 | 0 | 0
met5 | 0 | 0
## per-stage QoR
step	instances	power, uW
after floorplan	175	87.3
after global placement	274	156
after detailed placement	274	155
after CTS	274	157
after global routing	281	194
final	281	175
## cells by family (layout without fill, tap and decap cells)
kind of cell               after synthesis  count (layout)  share of synthesized area
and+or+nand+nor                         55              55                      0.244
AOI/OAI and AO/OA                       72              72                      0.458
xor gates and xnor gates                13              13                     0.0924
muxes                                    9               9                     0.0853
adders and majority gates                4               4                     0.0406
buffers and inverters                   22              78                     0.0802
## power groups by stage
| stage | sequential [uW] | combinational, uW | clock [uW] |
|---|---|---|---|
| CTS | 0 | 157 | 0 |
| global route | 0 | 194 | 0 |
| finish | 0 | 175 | 0 |
## final cells by class
cell class                 instances  area, um2
fill                             376       2120
timing repair buffer              67        573
tap                               50       62.6
inverter                          11       41.3
multi-input combinational        153       1260
Power figures rest on the tool's default switching activity, not on a simulated workload.
