File: flow/design.v
parameter [63:0] fileMasks [0:7] = {
    64'h0101010101010101,
    64'h0202020202020202,
    64'h0404040404040404,
    64'h0808080808080808,
    64'h1010101010101010,
    64'h2020202020202020,
    64'h4040404040404040,
    64'h8080808080808080
};
parameter [63:0] rankMasks [0:7] = {
    64'hFF,
    64'hFF00,
    64'hFF0000,
    64'hFF000000,
    64'hFF00000000,
    64'hFF0000000000,
    64'hFF000000000000,
    64'hFF00000000000000
};
parameter [63:0] diagonalMasks [0:14] = {
    64'h100000000000000,
    64'h201000000000000,
    64'h402010000000000,
    64'h804020100000000,
    64'h1008040201000000,
    64'h2010080402010000,
    64'h4020100804020100,
    64'h8040201008040201,
    64'h80402010080402,
    64'h804020100804,
    64'h8040201008,
    64'h80402010,
    64'h804020,
    64'h8040,
    64'h80
};
parameter [63:0] antidiagonalMasks [0:14] = {
    64'h1,
    64'h102,
    64'h10204,
    64'h1020408,
    64'h102040810,
    64'h10204081020,
    64'h1020408102040,
    64'h102040810204080,
    64'h204081020408000,
    64'h408102040800000,
    64'h810204080000000,
    64'h1020408000000000,
    64'h2040800000000000,
    64'h4080000000000000,
    64'h8000000000000000
};
parameter [63:0] fileMasks [0:7] = {
    64'h0101010101010101,
    64'h0202020202020202,
    64'h0404040404040404,
    64'h0808080808080808,
    64'h1010101010101010,
    64'h2020202020202020,
    64'h4040404040404040,
    64'h8080808080808080
};
parameter [63:0] rankMasks [0:7] = {
    64'hFF,
    64'hFF00,
    64'hFF0000,
    64'hFF000000,
    64'hFF00000000,
    64'hFF0000000000,
    64'hFF000000000000,
    64'hFF00000000000000
};
parameter [63:0] diagonalMasks [0:14] = {
    64'h100000000000000,
    64'h201000000000000,
    64'h402010000000000,
    64'h804020100000000,
    64'h1008040201000000,
    64'h2010080402010000,
    64'h4020100804020100,
    64'h8040201008040201,
    64'h80402010080402,
    64'h804020100804,
    64'h8040201008,
    64'h80402010,
    64'h804020,
    64'h8040,
    64'h80
};
parameter [63:0] antidiagonalMasks [0:14] = {
    64'h1,
    64'h102,
    64'h10204,
    64'h1020408,
    64'h102040810,
    64'h10204081020,
    64'h1020408102040,
    64'h102040810204080,
    64'h204081020408000,
    64'h408102040800000,
    64'h810204080000000,
    64'h1020408000000000,
    64'h2040800000000000,
    64'h4080000000000000,
    64'h8000000000000000
};
`timescale 1ns / 1ps
module clock(
   seg, an, LedR, LedS,
   sw, btnS, btnR, clk
   );
   input  [7:0] sw;
   input        btnS;                  
   input        btnR;                  
   output [6:0] seg;
   output [3:0] an;
   output LedR;
   output LedS;
   input        clk;                   
   reg clkCOUNTER = 0;
   reg clkADJ = 0;
   reg clkBLINKING = 0;
   reg clkDISPLAY = 0;
   integer clkCOUNTER_counter = 0;
   integer clkADJ_counter = 0;
   integer clkBLINKING_counter = 0;
   integer clkDISPLAY_counter = 0;
   wire [17:0] clk_dv_inc;
   reg [16:0]  clk_dv = 0;
   reg         clk_en;
   reg         clk_en_d;
   wire swADJ;
   wire swSEL;
   reg [7:0] inst_wd=0;
   reg[2:0] stepRESET=0;
   reg[2:0] stepPAUSE=0;
   reg buttonRESET;
   reg buttonPAUSE;
   wire[5:0] minutes;
   wire[5:0] seconds;
   assign clk_dv_inc = clk_dv + 1;
   always @ (posedge clk) begin
     clk_dv   <= clk_dv_inc[16:0];
     clk_en   <= clk_dv_inc[17];  
     clk_en_d <= clk_en;
   end
   always @ (posedge clk) begin
      if (clk_en)
       begin
          inst_wd[7:0] <= sw[7:0];
          stepRESET[2:0]  <= {btnR, stepRESET[2:1]};
          stepPAUSE[2:0]  <= {btnS, stepPAUSE[2:1]};
       end
        buttonRESET <= ~stepRESET[0] & stepRESET[1] & clk_en_d;
        buttonPAUSE <= ~stepPAUSE[0] & stepPAUSE[1] & clk_en_d;
   end
  always @ (posedge clk) begin
    clkCOUNTER_counter <= clkCOUNTER_counter + 1;
    if(clkCOUNTER_counter == 50000000 ) clkCOUNTER_counter <= 0;
    clkADJ_counter <= clkADJ_counter + 1;
    if(clkADJ_counter == 25000000) clkADJ_counter <= 0;
    clkDISPLAY_counter <= clkDISPLAY_counter + 1;
    if(clkDISPLAY_counter == 100000) clkDISPLAY_counter <= 0;
    clkBLINKING_counter <= clkBLINKING_counter + 1;
    if(clkBLINKING_counter == 12500000) clkBLINKING_counter <= 0;
    if(!clkCOUNTER_counter) begin
      clkCOUNTER <= !clkCOUNTER;
    end
    if(!clkADJ_counter) begin
      clkADJ <= !clkADJ;
    end
    if(!clkDISPLAY_counter) begin
      clkDISPLAY <= !clkDISPLAY;
    end
    if(!clkBLINKING_counter) begin
      clkBLINKING <= !clkBLINKING;
    end
  end
assign swADJ = inst_wd[0];
assign swSEL = inst_wd[1];
   counter counter_ ( 
                     .minutes(minutes),
                     .seconds(seconds),
                     .clkNORMAL(clkCOUNTER),
                     .clkADJ(clkADJ),
                     .btnR(buttonRESET),
                     .btnP(buttonPAUSE),
                     .swADJ(swADJ),
                     .swSEL(swSEL),
                     .clk(clk));  
reg[3:0] minutesSecondDigit;
reg[3:0] minutesFirstDigit;
always @minutes begin
  minutesSecondDigit = (swADJ && !swSEL && clkBLINKING) ? 10 : minutes % 10;
  minutesFirstDigit = (swADJ && !swSEL && clkBLINKING) ? 10 : minutes / 10;
end
reg[3:0] secondsSecondDigit;
reg[3:0] secondsFirstDigit;
always @seconds begin
  secondsSecondDigit = (swADJ && swSEL && clkBLINKING) ? 10 : seconds % 10;
  secondsFirstDigit = (swADJ && swSEL && clkBLINKING) ? 10 : seconds / 10;
end
reg[1:0] displayDigit = 0;
always @(posedge clkDISPLAY) begin
  displayDigit <= displayDigit + 1;
end
display display_ ( 
                      .cathode(seg),
                      .digit((displayDigit == 0 ? minutesFirstDigit : (displayDigit == 1 ? minutesSecondDigit : (displayDigit == 2 ? secondsFirstDigit : secondsSecondDigit)))   ));
assign an = displayDigit == 0 ? 4'b0111 : (displayDigit == 1 ? 4'b1011 : (displayDigit == 2 ? 4'b1101 : 4'b1110));
assign LedR = btnR;
assign LedS = btnS;
endmodule
`timescale 1ns / 1ps
module counter(
  btnR, btnP, swADJ, swSEL, clkNORMAL, clkADJ, clk,
  minutes, seconds
  );
  input btnR;
  input btnP;
  input swADJ;
  input swSEL;
  input clkNORMAL;
  input clkADJ;
  input clk;
  output [5:0] minutes;
  output [5:0] seconds;
  reg isPaused = 0;
  reg isResetting = 0;
  reg isResettingNORMAL = 0;
  reg isResettingSEL = 0;
  reg[5:0] secondsNORMAL = 0;
  reg[5:0] minutesNORMAL = 0;
  reg[5:0] secondsSEL = 0;
  reg[5:0] minutesSEL = 0;
  reg previous_clkNORMAL = 0;
  reg use_clkNORMAL = 0;
  always @ (posedge clk) begin
    use_clkNORMAL <= clkNORMAL && !previous_clkNORMAL;
    previous_clkNORMAL <= clkNORMAL;
  end
  always @ (posedge btnP)
    isPaused <= !isPaused;
  always @ (posedge btnR)
    isResetting <= 1;
  always @ (posedge clk, posedge btnR) begin 
    if(btnR) begin
      minutesNORMAL <= 0;
      secondsNORMAL <= 0;
    end
    else if(!isPaused && !swADJ && use_clkNORMAL) begin
      if(seconds == 59) begin
        secondsNORMAL <= 0;
        if(minutes == 59) begin
          minutesNORMAL <= 0;
        end
        else begin
          minutesNORMAL <= minutes + 1;
        end
      end
      else begin
        secondsNORMAL <= seconds + 1;
      end
    end
    else begin
      minutesNORMAL <= minutes;
      secondsNORMAL <= seconds;
    end
  end
  always @ (posedge clkADJ, posedge btnR) begin 
    if(btnR) begin
      minutesSEL <= 0;
      secondsSEL <= 0;
    end
    else if(!isPaused && swADJ) begin
      if(swSEL) begin  
        if(seconds == 59) begin
          secondsSEL <= 0;
        end
        else begin
          secondsSEL <= seconds + 1;
        end
        minutesSEL <= minutes;
      end
      else begin  
        if(minutes == 59) begin
          minutesSEL <= 0;
        end
        else begin
          minutesSEL <= minutes + 1;
        end
        secondsSEL <= seconds;
      end
    end
    else begin
      minutesSEL <= minutes;
      secondsSEL <= seconds;
    end
end
assign minutes = btnR ? 0 : (swADJ ? minutesSEL : minutesNORMAL);
assign seconds = btnR ? 0 : (swADJ ? secondsSEL : secondsNORMAL);
endmodule
`timescale 1ns / 1ps
module display(
digit,
cathode
    );
input [3:0] digit;
output reg [6:0] cathode;
always @* begin
  if (digit == 0) cathode = 7'b1000000;
  else if (digit == 1) cathode = 7'b1111001;
  else if (digit == 2) cathode = 7'b0100100;
  else if (digit == 3) cathode = 7'b0110000;
  else if (digit == 4) cathode = 7'b0011001;
  else if (digit == 5) cathode = 7'b0010010;
  else if (digit == 6) cathode = 7'b0000010;
  else if (digit == 7) cathode = 7'b1111000;
  else if (digit == 8) cathode = 7'b0000000;
  else if (digit == 9) cathode = 7'b0010000;
  else cathode = 7'b1111111;
end
endmodule
File: flow/run.sh
#!/bin/bash
# OpenROAD 26Q1-2900-gdf79404cd8, Yosys 0.63+post, stock flow scripts
make -C /OpenROAD-flow-scripts/flow DESIGN_CONFIG=/design/flow/config.mk WORK_HOME=/design/flow/orfs finish
File: flow/config.mk
export PLATFORM = sky130hd
export DESIGN_NAME = clock
export DESIGN_NICKNAME = clock
export VERILOG_FILES = /design/flow/design.v
export SDC_FILE = /design/flow/constraint.sdc
export NUM_CORES = 4
export LEC_CHECK = 1
export CORE_UTILIZATION = 30
export SYNTH_HDL_FRONTEND = slang
File: flow/constraint.sdc
current_design clock

set clk_period 5.1
set clk_io_pct 0.2

create_clock -name clk0 -period $clk_period [get_ports {clk}]

set non_clock_inputs [all_inputs -no_clocks]
set_input_delay [expr $clk_period * $clk_io_pct] -clock clk0 $non_clock_inputs
set_output_delay [expr $clk_period * $clk_io_pct] -clock clk0 [all_outputs]
==> deck_impl_summary.md <==
Run Summary

Outcome
  – Status: finished, violations left
  – Failing checks: negative setup slack

Critical path
  – Worst-path fanout max: 7
  – R2r startpoint: inst_wd[0]
  – Crit. End Element: output port
  – Worst Path Required: slightly above 4 ns
  – Worst Setup SP: inst_wd[0]
  – Setup CP Type: flop to output port
  – Crit start category: flop
  – R2R Setup Slk: between 1.5 and 2 ns
  – Critical Path AT: around 4.2 ns

Place
  – Placer Congestion: 0.880
  – Setup slack at placement: -0.200 ns
  – Port buffer count: 17
  – Post-DP HPWL: between 10000 and 15000 um

Hold path
  – Hold Path Class: flop to flop
  – Min-Delay Startpoint: clkCOUNTER

Clock tree
  – Root Buffer: clkbuf_16
  – CTS tree: yes
  – Clock-pin transition on the worst setup and hold timing paths: ~0.07 ns
  – Max Root-Sink Buffers: 2
  – Hold_buf cts: 0
  – H-tree levels: 4
  – Worst-Skew Late Latency: around 0.43 ns
  – CTS Buf Count: 17

Timing
  – Final hold viol count: 0
  – Crit share post-route: 1.03
  – Final Skew: about 0.011 ns
  – Count of unclocked register or latch pins: 15
  – Max-slew headroom: 0.443
  – Worst Hold Slack: between 0.3 and 0.4 ns
  – Setup ws final: -0.146 ns
  – Unrepaired setup endpoints after global routing: yes
  – Worst Max-Slew Pin Slew: a little over 0.8 ns
  – Highest clock rate: approximately 0.19 GHz
  – Endpoints left unconstrained: 19
  – Max-slew violations: 0
  – Final setup viols: 6
  – Min cycle time layout: approximately 5.2 ns

Global route
  – Remaining global-route overflow: 0
  – Vias in the first global route: 6842
  – GR Util All Layers: 0.119
  – GRT met3 Usage: 0.0202
  – M1 GR Usage: 0.187
  – Largest net degree at the start of global routing: 32
  – Global routing's busiest layer: met1
  – Antenna violations before repair: 1
  – Global-route wire length before repair: about 32000 um
  – Met2 usage: 0.180

Floorplan
  – Die W: approximately 180 um
  – Chip area: about 0.032 sq mm
  – Core Util at FP: 0.307
  – Die height: 180 um
  – # IOs: 24
  – Core ar.: slightly above 0.03 sq mm
  – Row Count: ~64

Logic synthesis
  – Cell area after synthesis: about 0.0095 sq mm
  – Yosys cell types: just under 80
  – Mapped Cells: between 1000 and 1500
  – Synthesis area per yosys: between 0.009 and 0.01 sq mm
  – Synth area leader: dfxtp_1
  – Seq share, synth: 0.428
  – Yosys Instances: 1052
  – Dominant Register Cell: dfxtp_1
  – Ys flops: about 190
  – Post-synth EDFFs: 12
  – Synth Area per Inst: 8.99 sq um
  – Area leader share: 0.326
  – Main area contributors: dfxtp_1 (33%), xnor2_1 (7.1%), dfrtp_1 (6.4%), xor2_1 (5.3%), nor2_1 (4.9%)
  – Fraction of registers with async set/reset: 0.126
  – Synth warn: 0

Drt
  – First-pass DRT Iterations: 6
  – Drt via density: ~4.7
  – Initial DRC count: approximately 470
  – Final WL: ~18000 um
  – Final antenna-violating net count: 0
  – Routed via count: approximately 7300
  – Routed length per placed instance: 11.8 um
  – Remaining DRCs: 0

Power
  – Max IR drop VDD: roughly 0.17 mV
  – Cell area power density: about 240 mW/mm^2
  – Leakage: 4.31 nW

Cells and area
  – # fillers: 2979
  – Top cells excl fill/tap: dfxtp_1 (154), nor2_1 (120), nand2_1 (103), xnor2_1 (77), nand3_1 (68)
  – Most used logic cell in the final layout: dfxtp_1
  – Share of layout cells above drive strength 1: 0.164
  – Area Overhead vs Synth: 20.1%

Flow run
  – Max_cap viols: 0
  – Stage-log warning count: approximately 45
-- final timing paths --
path                                          endpoint  cells past startpoint
hold reg to reg            counter_.previous_clkNORMAL                      0
min in group asynchronous    counter_.minutesNORMAL[3]                      3
max in group asynchronous    counter_.minutesNORMAL[1]                      3
setup reg to reg             counter_.minutesNORMAL[0]                     12
hold / removal             counter_.previous_clkNORMAL                      0
setup / recovery                                seg[5]                     20
-- flip-flops by register name, indices dropped and copies added (netlist names), 3 cells and up --
signal                  count
counter_.minutesNORMAL      6
clk_dv                     17
stepRESET                   3
counter_.secondsNORMAL      6
counter_.minutesSEL         6
clkBLINKING_counter        32
counter_.secondsSEL         6
clkCOUNTER_counter         32
clkADJ_counter             32
stepPAUSE                   3
clkDISPLAY_counter         32
-- worst max-delay path, cell delays in order (launching register included) --
cell	delay (ns)
edfxtp_1	0.41
buf_12	0.17
mux2i_4	0.18
o22a_2	0.24
inv_2	0.08
ha_4	0.14
inv_4	0.04
buf_4	0.14
o32ai_4	0.30
buf_6	0.14
o21bai_4	0.07
a2111oi_4	0.47
buf_4	0.19
a22o_4	0.13
nor4b_4	0.05
o21ai_2	0.25
a31oi_4	0.13
buf_4	0.17
maj3_2	0.30
a22oi_2	0.11
buf_2	0.11
-- routing by layer --
layer,wire length (um),part of all wire,vias to the layer above
met2,7650,0.42,90
met4,152,0.0084,0
met1,9650,0.54,3348
met5,0,0,-
met3,581,0.032,9
li1,-,-,3818
-- cells in the mapped netlist (5+ instances only) --
cell type  number
mux2_2          6
o21ai_1         5
dfrtp_1        24
o211ai_1        5
ha_1           26
xor2_1         57
a21oi_1        28
nor2b_1        11
nand2_1       109
and3_1         25
mux2i_1        15
and4_1          6
nand3_1        69
o21ai_0        33
o31ai_1         7
nor3_1         22
edfxtp_1       12
o22ai_1         6
dfxtp_1       154
xnor2_1        77
inv_1          43
nor2_1        123
nor4_1         32
nand4_1        24
or3_1           8
or2_2           6
and2_1         10
clkbuf_1       15
-- repair_timing --
item	4_1_cts	5_1_grt
pin swaps	32	25
buffers inserted	10	5
cloned	0	0
resized	63	24
endpoints found under the setup margin	7	7
-- report_power, final --
part	switching, W	internal (W)
clock network	0.000589	0.000698
registers	0	0.00138
logic	0.00000112	0.00000395
-- cell families after synthesis --
family	count (synthesis)	share of synthesized area
buf+inv	73	0.0344
compound gates	134	0.0986
fa+ha+maj	27	0.0356
mux	27	0.0373
xor+xnor	134	0.124
flops	190	0.428
simple gates	467	0.242
-- stage by stage --
| step | setup TNS (ns) | power (W) | area [sq um] | instances | utilization |
|---|---|---|---|---|---|
| 6_report | -0.465 | 0.00267 | 11400 | 1534 | 0.368 |
| 5_1_grt | -1.86 | 0.00278 | 11400 | 1533 | 0.368 |
| 4_1_cts | -0.357 | 0.00272 | 11200 | 1528 | 0.364 |
| 3_5_place_dp | -0.989 | 0.00142 | 10400 | 1486 | 0.336 |
| 3_3_place_gp | -0.984 | 0.00142 | 10400 | 1486 | 0.336 |
| 2_1_floorplan | 0 | 0.00141 | 9450 | 1052 | - |
-- cell type report --
class,instances,area [sq um],share of cell area
multi-input combinational,789,5400,0.475
sequential,190,4040,0.356
timing repair buffer,78,637,0.0561
tap,396,495,0.0436
clock buffer,17,425,0.0375
inverter,48,185,0.0163
clock inverter,15,169,0.0149
antenna,1,2.50,0.000220
Power figures rest on the tool's default switching activity, not on a simulated workload.
